<file path="config.mk">
export PLATFORM = sky130hd
export DESIGN_NAME = debouncer
export DESIGN_NICKNAME = debouncer
export VERILOG_FILES = /design/flow/design.v
export SDC_FILE = /design/flow/constraint.sdc
export NUM_CORES = 4
export LEC_CHECK = 1
export CORE_AREA = 10 10 70 70
export DIE_AREA = 0 0 80 80
</file>
<file path="constraint.sdc">
current_design debouncer

set clk_period 2.3
set clk_io_pct 0.2

create_clock -name clk0 -period $clk_period [get_ports {clk}]

set non_clock_inputs [all_inputs -no_clocks]
set_input_delay [expr $clk_period * $clk_io_pct] -clock clk0 $non_clock_inputs
set_output_delay [expr $clk_period * $clk_io_pct] -clock clk0 [all_outputs]
</file>
<file path="design.v">
`timescale 1ns/1ns
module debouncer(input clk, rst, d, output q); 
  reg val_d1, val_d2, val_d3, val_d4, val_d5, val_save;
  assign q = val_save;
  always @(posedge clk or posedge rst) begin
    if(rst) begin
      val_d1   <= 1'b0;
      val_d2   <= 1'b0;
      val_d3   <= 1'b0;
      val_d4   <= 1'b0;
      val_d5   <= 1'b0;
      val_save <= 1'b0;
    end else begin
      val_d1 <= d;
      val_d2 <= val_d1;
      val_d3 <= val_d2;
      val_d4 <= val_d3;
      val_d5 <= val_d4;
      if(val_d2 == val_d1 == val_d3 == val_d4 == val_d5) begin
        val_save <= val_d1;
      end
    end
  end
endmodule
</file>
<file path="run.sh">
#!/bin/bash
# OpenROAD 26Q1-2900-gdf79404cd8, Yosys 0.63+post, stock flow scripts
make -C /OpenROAD-flow-scripts/flow DESIGN_CONFIG=/design/flow/config.mk WORK_HOME=/design/flow/orfs finish
</file>
==> run summary <==
Summary of implementation figures.

Worst setup path
The cell family contributing the most delay on the critical path is buffers and inverters. Traced cell by cell, the critical path runs through clkdlybuf4s50_1. The endpoint class of the critical path is an output port. The cell with the largest stage delay on the worst path is clkdlybuf4s50_1.

The buffer-and-inverter tally for the worst setup path is 1. Among all stages on the critical path, the maximum delay recorded is 470 ps. The worst endpoint data arrival time is 1070 ps. The required time of the worst setup path is 1840 ps. The worst-path maximum fanout is 2. STA classifies the critical path startpoint as a flop.

The start-to-end type of the worst setup path is reg2out.

Place
Once placement finished, the instance area stood at 279 µm². The number of port buffers is 3. The placer's final routability congestion estimate is 0.651.

Yosys
The unique cell type count in the Yosys netlist is 4. The commonest register cell is dfrtp_1. The main area contributors are dfrtp_1, xnor2_1, maj3_2.

The number of flip-flops and latches in the synthesized netlist is 6. Sorting the synthesis cell report by count puts at the top dfrtp_1. The dominant cell type by area after synthesis is dfrtp_1. Yosys reported that registers with async set or reset make up 1.00.

The post-synthesis cell count is 11. The synthesized netlist has a Yosys-reported chip area of 191 µm². The number of synthesized flops with an enable pin is 0. The mean cell area of the mapped netlist is 17.4 µm². The cell count listed in synth_stat.txt is 11. The tally of yosys warning messages is 1.

The sequential fraction of the synthesis area is 0.784. By count the netlist is led by dfrtp_1, xnor2_1, inv_1, maj3_2. After synthesis the cells add up to 191 µm². The top cell type's share of synthesized area is 0.784.

Global routing
The number of global-route vias before repair is 131. The number of antenna violations at the first check in global routing is 0. The maximum number of pins on one net before global-route repair is 7.

Across every metal layer, demand over resource in global routing totals 0.0128. The wire length of the first global-routing pass is 593 µm. Recorded from the global router log, the overflow total was 0.

Pwr
The worst-case IR drop observed on VDD is 0.000301 V. The script computed a power per unit cell area of 802 nW/µm². The cell leakage power is 0.110 nW.

Detailed routing
The first routing iteration left 0 violations. After detailed routing, the average wire length per cell comes to 4.78 µm. The routed wire length is 301 µm.

The number of diodes is 0. The number of iterations in the first detailed-routing pass is 1. The count of unresolved DRC violations after routing is 0.

For this run, the detailed router reports a per-instance via density of 1.65. The via total after detailed routing is 104. Per the post-route antenna check, the number of violating nets is 0.

CTS
The count of hold-fix buffers inserted at cts is 0. The CTS tree is yes. The number of clock sinks is 6. Per the CTS log, the maximum H-tree level is 1. The clock-pin slew of the registers on the worst-case setup and hold paths is 40 ps. The total setup buffers inserted after CTS is 0.

The maximum buffer depth of the clock tree is 2. The cell sitting at the root of the clock tree is a clkbuf_4. The number of CTS-inserted buffers is 3. As reported, the later end of the worst-skew pair has a clock insertion delay of 250 ps.

The number of gates resized after CTS is 0.

Finish
The final cell area excluding filler cells is 302 µm². The signed area change from the synthesized netlist to the final layout is 57.5%. The finished layout reports a core utilization of 0.0883. Per the final layout report, the fraction of cells sized above drive strength 1 comes to 0.235.

The filler cells instantiated in the layout total 407.

Floorplanning
The die extent in y is 80 µm. Measured along the x axis, the die boundary spans 80 µm. The initial utilization of the core area, before any placement, comes to 0.0560. The die covers 6400 µm². The floorplan step defined a core boundary enclosing 3420 µm².

The number of ports placed on the die boundary is 4. The number of rows in the core area is 21.

Hold path
The path type of the worst min-delay path is reg2reg.

STA
The slew of the pin with the lowest slew margin is 224 ps. The tightest hold path in the finished design has a slack of 386 ps. The maximum clock skew at final layout is 3.41 ps. For reference, the final report shows the max-slew violation count at 0. The total count of hold-check failures in the final report is 0. The routed design could run at a clock period as short as 1530 ps. The final setup TNS is 0 ps.

The number of failing setup endpoints in the final timing report is 0. Per the timing report, the achievable frequency comes out to 656 MHz. Setup repair after global routing left no endpoint under its margin. Dividing the final minimum period by the clock period gives 0.663.

The worst-case max-slew headroom was logged as 0.849.

Flow run
The logs give a warning total of 25. The reported max-cap violation count is 0.

Outcome
The run finished with clean final reports.
[path summary, 6_finish.rpt]
check                                          start                   end  slack (ps)  cells after the start
worst max-delay path            val_save$_DFFE_PP0N_                     q         770                      1
worst min-delay path                val_d1$_DFF_PP0_      val_d2$_DFF_PP0_         390                      0
worst max register to register      val_d2$_DFF_PP0_  val_save$_DFFE_PP0N_        1180                      3
worst min register to register      val_d1$_DFF_PP0_      val_d2$_DFF_PP0_         390                      0
max in group asynchronous                        rst      val_d2$_DFF_PP0_        1700                      2
min in group asynchronous                        rst      val_d4$_DFF_PP0_         420                      2
[area by class of cell]
class,count,area [µm²],share of cell area
clock buffer,3,22.5,0.0747
tap,46,57.6,0.191
multi-input combinational,4,37.5,0.124
inverter,1,3.75,0.0124
sequential,6,150,0.498
timing repair buffer,3,30.0,0.0996
[stage by stage]
stage / setup WS, ps / power [mW] / instances
floorplan: 1260 / 0.133 / 11
global placement: 1030 / 0.147 / 60
detailed placement: 1020 / 0.148 / 60
CTS: 751 / 0.248 / 63
global route: 692 / 0.262 / 63
finish: 775 / 0.242 / 63
[per-layer routing]
| metal | share of wire | GRT usage |
|---|---|---|
| met2 | 0.33 | 0.0136 |
| met5 | 0 | 0 |
| met3 | 0.26 | 0.0193 |
| met4 | 0.037 | 0.00528 |
| met1 | 0.37 | 0.0121 |
[logic make-up (layout without fill, tap and decap cells)]
logic type               Yosys count  count (layout)  synth area share
flip-flops                         6               6             0.784
buffers and inverters              1               7            0.0196
XOR/XNOR                           3               3             0.137
adder cells (fa/ha/maj)            1               1            0.0588
[state kept, by name, summed over array words and instances, names as in the netlist]
signal / count
val_save: 1
val_d3: 1
val_d5: 1
val_d2: 1
val_d4: 1
val_d1: 1
[where the power goes]
| part | total [mW] | switching, mW | internal (mW) |
|---|---|---|---|
| Combinational | 0.0259 | 0.00763 | 0.0183 |
| Clock | 0.0954 | 0.0365 | 0.0589 |
| Sequential | 0.121 | 0.00553 | 0.115 |
| Total | 0.242 | 0.0497 | 0.192 |
[cell usage in the layout, fill, tap and decap left out, drive strengths merged]
cell and instances:
clkbuf 3, clkdlybuf4s50 3, dfrtp 6, inv 1, maj3 1, xnor2 3
Power is estimated from default activity; no workload was simulated.
